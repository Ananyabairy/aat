File: /design/flow/design.v
module arbiter(
  input logic clk, rst,
  input logic [3:0] req,
  output logic [3:0] gnt
);
  always_ff @(posedge clk) begin
    if(rst)
      gnt <= 4'b0001;
    else
      case(req)
        4'b0001: gnt <= 4'b0001;
        4'b0010: gnt <= 4'b0010;
        4'b0100: gnt <= 4'b0100;
        4'b1000: gnt <= 4'b1000;
        default: gnt <= 4'b0001; 
      endcase
  end
endmodule
File: /design/flow/constraint.sdc
current_design arbiter

set clk_period 1.6
set clk_io_pct 0.2

create_clock -name clk0 -period $clk_period [get_ports {clk}]

set non_clock_inputs [all_inputs -no_clocks]
set_input_delay [expr $clk_period * $clk_io_pct] -clock clk0 $non_clock_inputs
set_output_delay [expr $clk_period * $clk_io_pct] -clock clk0 [all_outputs]
File: /design/flow/config.mk
export PLATFORM = sky130hd
export DESIGN_NAME = arbiter
export DESIGN_NICKNAME = arbiter
export VERILOG_FILES = /design/flow/design.v
export SDC_FILE = /design/flow/constraint.sdc
export NUM_CORES = 4
export LEC_CHECK = 1
export CORE_AREA = 10 10 70 70
export DIE_AREA = 0 0 80 80
File: /design/flow/run.sh
#!/bin/bash
# OpenROAD 26Q1-2900-gdf79404cd8, Yosys 0.63+post, stock flow scripts
make -C /OpenROAD-flow-scripts/flow DESIGN_CONFIG=/design/flow/config.mk WORK_HOME=/design/flow/orfs finish
==> summary.txt <==
flow finished, numbers: wire length per cell=6.94 um, sequential share of power=0.394, Largest stage delay, worst path=480 ps, Post-Route WL=486 um, CTS sink cnt=4, routed via count=135, NetSw=0.0555 mW, GRT Overall Usage=0.0164, part of the power in combinational logic=0.119, Avg Inst Size Synth=12.2 sq um, Cell Pwr Density=830 mW/mm^2, Crit-path slowest cell=clkdlybuf4s50_1, Finish-stage setup viols=0, vias in the first global route=162, CTS Root Cell=clkbuf_4, Top delay family on crit path=buffers and inverters, FP Rows=21, Synth Seq Share=0.547, met3 routed WL=157 um, hold crit path type=in2reg, gpl congestion=0.723, Post-CTS Setup Bufs=0, top routing layer used=met3, area reported by Yosys stat=146 sq um, die width=80 um, yosys cell count=12, remaining antenna violation count=0, synthesized flop and latch total=4, Max Slew Vio Count=0, share of layout cells above drive strength 1=0.208, Critical Path End Type=output port, synth top area cells=dfxtp_1 (55%), nor4b_1 (12%), nor4b_2 (10%), startpoint types=flip-flop, Crit. Startpoint=gnt[3], Netlist Area Pre-Place=146 sq um, crit path cell chain=clkdlybuf4s50_1, pre-placement core utilization=0.0429, fin area=317 sq um, Area growth syn-to-layout=116%, Worst Path Buf+Inv=1, count of tool warnings=25, Yosys warnings=1, Cell Type Count=8, Clk pwr share=0.487, post-layout min period=1330 ps, DRC viols=0, worst-case clock buffer depth=2, top flop regs=gnt (4), Max Freq=0.750 GHz, Fillers=408, H-tree levels=1, TNS Setup=0 ps, vias per std cell=1.93, first-pass GRT wire length=752 um, antenna violations before repair=0, DR iter-0 viols=3, chip area=0.00640 sq mm, Core ar.=0.00342 sq mm, Post-Route M1 WL=262 um, hold_sp=rst, Sw Ratio=0.211, max cap viols=0, die y size=80 um, TritonCTS clock tree=done, final hold vios=0, # IOs=10, largest net degree at the start of global routing=6, total grt overflow=0, WL met2=67 um, Power Internal=0.207 mW, max reg flops=4, Leak=0.0952 nW, total CTS buffers=3, clock transition at the registers of the reported paths=40 ps, final worst path period share=0.833, Synth area leader=dfxtp_1, RSZ-0062 raised after global routing=false, status=complete, no violations, Crit Path Max Fanout=1, hold bufs inserted after CTS=0, Most flops, register=gnt, TritonRoute pass-1 iters=4, crit path DAT=1010 ps, worst vdd ir=0.196 mV, Tightest Pin Transition=277 ps, Slew HR=0.813, critical path class=reg2out, ant diodes=0, Synth Instances=12, PortBufs=9, Area leader share=0.547, post-place instance area=294 sq um, post_cts resized=0, Req. time, crit path=1280 ps
==> worst min-delay path: stages <==
cell             delay [ps]
clkdlybuf4s50_1         480
nor2_1                   50
o211ai_1                 90
==> metrics by stage <==
step	total power [mW]	std cells	worst slack [ps]	hold slack, ps	utilization
after floorplan	0.112	12	740	391	-
after global placement	0.135	67	232	948	0.0861
after detailed placement	0.136	67	211	984	0.0861
after CTS	0.269	70	253	733	0.0927
after global routing	0.283	70	218	769	0.0927
final	0.263	70	267	738	0.0927
==> power groups by stage <==
stage                 logic, mW  registers, mW  clock network (mW)
after CTS                0.0313          0.103               0.134
after global routing     0.0336          0.104               0.146
final                    0.0312          0.103               0.128
==> placed cells by master, fill, tap and decap left out <==
master	netlist	layout
dfxtp_1	4	4
nor4b_1	2	2
nor4b_2	1	1
o211ai_1	1	1
clkbuf_4	0	3
or2_4	1	1
nor2_1	1	1
xor2_1	1	1
o21ai_0	1	1
clkdlybuf4s50_1	0	9
==> cell families after synthesis <==
| logic type | count (synthesis) | synth area share |
|---|---|---|
| AOI/OAI and AO/OA | 2 | 0.0855 |
| xor gates and xnor gates | 1 | 0.0598 |
| DFF | 4 | 0.547 |
| and+or+nand+nor | 5 | 0.308 |
==> cell type report <==
cell class / instances / area, sq um / share of cell area
Timing Repair Buffer: 9 / 90.1 / 0.285
Sequential cell: 4 / 80.1 / 0.253
Multi-Input combinational cell: 8 / 66.3 / 0.209
Tap cell: 46 / 57.6 / 0.182
Clock buffer: 3 / 22.5 / 0.0711
==> cell usage after synthesis, drive strengths merged <==
cell / number
nor2: 1
o211ai: 1
o21ai: 1
dfxtp: 4
nor4b: 3
or2: 1
xor2: 1
==> final timing paths <==
| path | to | depth (start not counted) |
|---|---|---|
| worst max-delay path | gnt[3] | 1 |
| worst min-delay path | gnt[0] | 3 |
==> routing by layer <==
metal  vias to the layer above  track usage
li1                         69            -
met1                        53       0.0199
met2                        13      0.00963
met3                         0       0.0307
met4                         0      0.00352
met5                         -            0
Power figures rest on the tool's default switching activity, not on a simulated workload.
