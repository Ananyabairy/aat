==> flow/run.sh <==
#!/bin/bash
# OpenROAD 26Q1-2900-gdf79404cd8, Yosys 0.63+post, stock flow scripts
make -C /OpenROAD-flow-scripts/flow DESIGN_CONFIG=/design/flow/config.mk WORK_HOME=/design/flow/orfs finish
==> flow/design.v <==
module counter(
	input clk, rst,
  output logic [3:0] count
);
  always_ff @(posedge clk) begin
    if(rst)
      count <= 0;
    else
      count <= count + 1;
  end
endmodule
==> flow/config.mk <==
export PLATFORM = sky130hd
export DESIGN_NAME = counter
export DESIGN_NICKNAME = counter
export VERILOG_FILES = /design/flow/design.v
export SDC_FILE = /design/flow/constraint.sdc
export NUM_CORES = 4
export LEC_CHECK = 1
export CORE_AREA = 10 10 70 70
export DIE_AREA = 0 0 80 80
==> flow/constraint.sdc <==
current_design counter

set clk_period 1.0
set clk_io_pct 0.2

create_clock -name clk0 -period $clk_period [get_ports {clk}]

set non_clock_inputs [all_inputs -no_clocks]
set_input_delay [expr $clk_period * $clk_io_pct] -clock clk0 $non_clock_inputs
set_output_delay [expr $clk_period * $clk_io_pct] -clock clk0 [all_outputs]
==> Changelog: implementation <==
### Changed

* Max FFs per register at 4
* PwrDens at 1400 nW/µm²
* Synth Instances at 13
* Setup_tns at 0 ns
* Min Tclk post-route at approximately 0.97 ns
* Synthesized area per cell at approximately 11 µm²
* Top cells by count: 4 x dfxtp_1, 3 x nor2_1, 2 x nor2b_1
* Top_reg_cell synth: dfxtp_1
* Post-synth regs at 4
* I/O Buffers at 5
* Synth unique cells at 7
* CTS Root Cell: clkbuf_4
* CP Capture Type: primary output
* Register area share after synthesis at 55.2%
* Tcrit/Tclk final at between 90% and 100%
* CP max-delay cell: dfxtp_2
* Die height at around 80 µm
* First-pass GRT wire length at 696 µm
* CP delay by family, top: flip-flops
* Outcome: finished, final reports clean
* IO Pins at 6
* CP peak stage delay at roughly 0.31 ns
* FMAX at 1030 MHz
* Dominant cell area share at a little under three fifths
* Gpl congestion at approximately 0.67
* Worst hold path class: flip-flop to flip-flop
* Clock sink count at 4
* Area delta synth->final at 116%
* Post-DRT Antenna Nets at 0
* Core ar. at roughly 3400 µm²
* Fin. max-slew vios at 0
* Slew margin rel. at approximately 90%
* Via count of the routed design at 141
* Peak VDD IR at 0.000326 V
* Ys cells at 13
* 1st-iter DRT viols at 3
* Placement Setup Slack at -0.148 ns
* Largest net degree at the start of global routing at 4
* Yosys top cell by instances: dfxtp_1
* Number of enable flip-flop cells at 0
* Vias in the first global route at between 150 and 200
* Cts bufs inserted at 3
* Async set or reset register ratio after synthesis at 0%
* Worst-path clk slew at around 0.04 ns
* Max-Cap Viols at 0
* Latest clock arrival within the worst-skew pair at ~0.24 ns
* Initial antenna violation count at 0
* CTS tree: built
* Largest Register: count
* GR Overflow Total at 0
* Detailed Routing Iterations Pass 1 at 4
* # Post-CTS Setup Buffers at 0
* Pre-Place Util at under 10%
* Num rows at 21
* CTS HTree Levels at 1
* Worst Path Required at ~0.8 ns
* Final WS setup at ~0.026 ns
* CTS max path bufs at 2
* FILL cells at around 400
* Post-Syn Area at approximately 150 µm²
* Startpoint Class: flip-flop
* # setup viols final at 0
* Routed len/inst at slightly above 6 µm
* Crit Path Max Fanout at 2
* Worst-margin pin slew at between 0.1 and 0.15 ns
* CP bufs+invs at 1
* Yosys top cell by area: dfxtp_1
* Vias per cell at approximately 1.9
* Chip Area, Yosys at roughly 150 µm²
* Hold Violations, Final at 0
* Top Registers: count (4)
* DRT Wirelength at 442 µm
* Crit-path cells: dlygate4sd2_1
* RSZ-0062 raised after global routing: no
* Die W at roughly 80 µm
* Drc violations at 0
* WS Path Type: flip-flop to primary output
* Die area at approximately 6400 µm²
* Worst Path Arrival at 0.77 ns
* Share of cells above drive strength 1 at a little over half
* Global Route Usage Sum at 1.60%
* Pleak at 0.129 nW
* Count of tool warnings at 25
* Clock Skews at roughly 0.005 ns
* Synth warn at 1
* Largest cells by area: dfxtp_1 55%, mux2_4 10%, ha_1 8.6%
where the power goes:
group          switching (mW)  internal, mW  leakage [nW]
combinational          0.0191        0.0359        0.0805
clock                  0.0726         0.135        0.0138
sequential            0.00529         0.173        0.0343
path summary, 6_finish.rpt:
path                 start       end  slack, ns  cells past startpoint
setup / recovery  count[0]  count[0]       0.03                      1
hold / removal    count[0]  count[0]       0.50                      2
setup reg to reg  count[0]  count[1]       0.04                      3
hold reg to reg   count[0]  count[0]       0.50                      2
per-stage QoR:
step	util [%]	instance area [µm²]	hold WS, ns	power [mW]	instances
3_5_place_dp	8.50	290	0.518	0.240	69
2_1_floorplan	-	145	0.267	0.192	13
4_1_cts	9.16	313	0.503	0.450	72
6_report	9.19	314	0.504	0.440	73
5_1_grt	9.12	312	0.514	0.473	72
3_3_place_gp	8.50	290	0.508	0.238	69
placed cells by master (no fill, tap or decap), drive strengths merged:
| master | instances |
|---|---|
| dfxtp | 4 |
| ha | 1 |
| clkdlybuf4s15 | 2 |
| nor2b | 2 |
| xnor2 | 1 |
| mux2 | 1 |
| nor2 | 3 |
| clkbuf | 4 |
| dlygate4sd2 | 1 |
| clkdlybuf4s50 | 1 |
| nand3 | 1 |
| diode | 1 |
| buf | 5 |
routing by layer:
layer,wire [µm],global-route usage [%]
met1,172,1.40
met3,163,3.41
met4,0,0.352
met5,0,0
met2,106,1.28
repair_timing:
| action | CTS | global route |
|---|---|---|
| endpoints found under the hold margin | 0 | 0 |
| endpoints found under the setup margin | 4 | 4 |
| hold buffers | 0 | 0 |
| resized | 8 | 4 |
| pin swaps | 0 | 0 |
cell families after synthesis:
family | Yosys count | share of synthesized area [%]
multiplexers | 1 | 10.3
XOR/XNOR | 1 | 6.04
flip-flops | 4 | 55.2
AND/OR/NAND/NOR | 6 | 19.8
adder cells (fa/ha/maj) | 1 | 8.62
area by class of cell:
class | count | area (µm²) | area share [%]
Sequential cell | 4 | 85.1 | 27.1
Timing Repair Buffer | 10 | 81.3 | 25.9
Multi-Input combinational cell | 9 | 65.1 | 20.7
Tap cell | 46 | 57.6 | 18.3
Clock buffer | 3 | 22.5 | 7.17
Antenna cell | 1 | 2.50 | 0.797
worst reg2reg max path, stage by stage (launching register included):
cell	delay, ns
dfxtp_2	0.31
buf_4	0.13
ha_1	0.27
nor2b_1	0.13
Power figures rest on the tool's default switching activity, not on a simulated workload.
