==> design/flow/constraint.sdc <==
current_design fifo

set clk_period 2.6
set clk_io_pct 0.2

create_clock -name clk0 -period $clk_period [get_ports {clk}]

set non_clock_inputs [all_inputs -no_clocks]
set_input_delay [expr $clk_period * $clk_io_pct] -clock clk0 $non_clock_inputs
set_output_delay [expr $clk_period * $clk_io_pct] -clock clk0 [all_outputs]
==> design/flow/run.sh <==
#!/bin/bash
# OpenROAD 26Q1-2900-gdf79404cd8, Yosys 0.63+post, stock flow scripts
make -C /OpenROAD-flow-scripts/flow DESIGN_CONFIG=/design/flow/config.mk WORK_HOME=/design/flow/orfs finish
==> design/flow/design.v <==
module fifo(
  input clk, wr, rd,
  input [7:0] din,
  output logic full, empty
);
  logic [4:0] cnt = 0;
  assign full = (cnt == 16);
  assign empty = (cnt == 0);
  always_ff @(posedge clk) begin
    if (wr && !full && !rd) 
      cnt <= cnt + 1;
    else if (rd && !empty && !wr) 
      cnt <= cnt - 1;
  end
endmodule
interface fifo_if(input clk);
  logic wr, rd, full, empty; 
  logic [7:0] din;
endinterface
==> design/flow/config.mk <==
export PLATFORM = sky130hd
export DESIGN_NAME = fifo
export DESIGN_NICKNAME = fifo
export VERILOG_FILES = /design/flow/design.v
export SDC_FILE = /design/flow/constraint.sdc
export NUM_CORES = 4
export LEC_CHECK = 1
export CORE_AREA = 10 10 70 70
export DIE_AREA = 0 0 80 80
==> flow_metrics.env <==
# yosys + openroad results
export IMPL_final_setup_skew_ns=0.002603
export IMPL_post_cts_setup_buffers=0
export IMPL_synth_yosys_seq_area_share=0.4332
export IMPL_clock_latency_late_pin_ns=0.24
export IMPL_clk_pin_slew_ns=0.04
export IMPL_finalWirelength_um=566
export IMPL_route_antenna_remaining_nets=0
export IMPL_reg2reg_depth=7
export IMPL_grt_pass1_wl_um=917
export IMPL_gp_congestion=0.7347
export IMPL_setup_tns_ns=0
export IMPL_grt_total_usage=0.01866
export IMPL_antenna_cells=0
export IMPL_vias_in_the_first_global_route=225
export IMPL_die_h_um=80
export IMPL_final_cycle_utilization_of_the_critical_path=0.8771
export IMPL_tritoncts_num_buffers=3
export IMPL_syn_to_final_growth_pct=35.74
export IMPL_rrSetupSlack_ns=0.46
export IMPL_clock_tree_buffer_depth=2
export IMPL_max_cap_viol_count=0
export IMPL_syn_cell_area_um2=346.6
export IMPL_cp_buffers_inverters=1
export IMPL_largest_register="cnt"
export IMPL_critPathLaunchType="register"
export IMPL_critical_path_max_stage_delay_ns=0.49
export IMPL_synth_yosys_num_cells=27
export IMPL_drive_above_1_share=0.1714
export IMPL_largest_register_ff_count=5
export IMPL_status="complete, no violations"
export IMPL_maxClockFrequency_ghz=0.4385
export IMPL_power_leakage_nw=0.1632
export IMPL_layout_min_cycle_time_ns=2.280
export IMPL_i_o_pin_count=13
export IMPL_openroad_warnings=33
export IMPL_initCoreUtil=0.1015
export IMPL_timing_final_max_slew_violations=0
export IMPL_wire_per_inst_um=6.988
export IMPL_min_delay_path_depth=1
export IMPL_post_layout_instance_area_um2=470.5
export IMPL_numPortBuffers=4
export IMPL_worstHoldStart="cnt[0]"
export IMPL_number_of_antenna_violations_at_the_first_check_in_global_routing=0
export IMPL_largestRegisters="cnt (5)"
export IMPL_routed_via_count=224
export IMPL_worst_setup_path_type="reg2out"
export IMPL_fp_dieArea_mm2=0.006400
export IMPL_placement_cell_area_um2=444.2
export IMPL_critical_path_endpoint_type="output pin"
export IMPL_synthesis_yosys_warnings=1
export IMPL_row_count=21
export IMPL_synthesis_area_per_instance_um2=12.84
export IMPL_timing_critical_path_cells="nor4_2 > and2b_1 > clkdlybuf4s50_1"
export IMPL_unrepaired_setup_endpoints_after_global_routing="false"
export IMPL_design_core_area_mm2=0.003416
export IMPL_hold_class="reg2reg"
export IMPL_whs_endpoint="cnt[0]"
export IMPL_postSynthRegisterBits=5
export IMPL_grt_overflow_total=0
export IMPL_post_drt_via_cell_ratio=2.765
export IMPL_pin_count_of_the_biggest_net_entering_global_routing=6
export IMPL_drt_first_iter_violations=22
export IMPL_clock_sinks=5
export IMPL_worst_path_dominant_cell_family="simple AND/OR/NAND/NOR gates"
export IMPL_setup_violators_final=0
export IMPL_finalHoldViolations=0
export IMPL_worst_r2r_startpoint="cnt[0]"
export IMPL_remaining_routing_drc_violations=0
export IMPL_reg2reg_to="cnt[4]"
export IMPL_yosys_cell_types_count=18
export IMPL_postCtsResizedCells=0
export IMPL_drt_pre_antenna_iters=2
export IMPL_worstPathMaxFanout=5
export IMPL_die_x_um=80
export IMPL_cellPowerDensity_mw_per_mm2=811.4
export IMPL_worst_path_arrival_time_ns=1.76
export IMPL_clock_tree_from_tritoncts="yes"
export IMPL_cts_hold_fix_buffers=0
export IMPL_nFillCells=391
export IMPL_synth_cells=27
export IMPL_measured_slew_at_the_worst_slew_check_pin_ns=0.4828
export IMPL_h_tree_lvls=1
export IMPL_yosys_stat_area_um2=346.6
export IMPL_timing_slew_headroom=0.6781
export IMPL_root_buffer="clkbuf_4"
export IMPL_crit_required_ns=2.08
export IMPL_max_vdd_ir_drop_mv=0.2277
export IMPL_cpMaxStageDelayCell="edfxtp_1"
==> per-stage QoR <==
step                      setup WS, ns  hold WS, ns    util  power, mW  std cells
after global placement          0.1513       0.6789  0.1300     0.2955         77
after floorplan                 0.6309       0.6351       -     0.2629         27
after CTS                       0.2689       0.6932  0.1377     0.3897         81
after global routing            0.1504       0.7263  0.1377     0.4149         81
after detailed placement        0.1638       0.6802  0.1300     0.2976         77
final                           0.3195       0.6843  0.1377     0.3817         81
==> synthesized netlist by cell type <==
cell type,n,area share
xnor2_1,2,0.051
and2_1,1,0.018
nor2b_1,1,0.018
fa_1,1,0.058
nor4_2,1,0.036
mux2i_1,1,0.029
a21oi_1,3,0.043
and2b_1,1,0.022
nand2b_1,1,0.018
a21o_2,1,0.025
xor2_1,1,0.025
ha_1,3,0.11
nand2_1,1,0.011
o41ai_2,1,0.047
inv_1,1,0.011
a21o_1,1,0.022
edfxtp_1,5,0.43
o2bb2ai_1,1,0.025
==> where the power goes <==
group | internal [mW] | switching [mW] | leakage, nW
Clock | 0.0578 | 0.0286 | 0.0150
Combinational | 0.0748 | 0.0540 | 0.0999
Sequential | 0.133 | 0.0339 | 0.0483
==> logic make-up (layout without fill, tap and decap cells) <==
logic type,after synthesis,in the layout,share of synthesized area
muxes,1,1,0.02888
and+or+nand+nor,6,6,0.1228
AOI/OAI and AO/OA,7,7,0.1625
adders and majority gates,4,4,0.1661
xor gates and xnor gates,3,3,0.07583
DFF,5,5,0.4332
buffers and inverters,1,9,0.01082
==> worst max path at each step <==
stage,from,cells past startpoint,to
CTS,cnt[0],3,empty
global route,cnt[0],3,empty
finish,cnt[0],3,empty
==> per-layer routing <==
layer / vias to the layer above / wire length, um / GRT usage
met2: 5 / 227 / 0.02167
met5: - / 0 / 0
met4: 0 / 0 / 0.001761
met1: 100 / 264 / 0.02374
li1: 119 / - / -
met3: 0 / 75 / 0.01932
==> cell usage in the layout (no fill, tap or decap) <==
cell,instances
a21o_1,1
a21o_2,1
a21oi_1,3
and2_1,1
and2b_1,1
clkbuf_1,1
clkbuf_4,3
clkdlybuf4s50_1,4
edfxtp_1,5
fa_1,1
ha_1,3
inv_1,1
mux2i_1,1
nand2_1,1
nand2b_1,1
nor2b_1,1
nor4_2,1
o2bb2ai_1,1
o41ai_2,1
xnor2_1,2
xor2_1,1
==> area by class of cell <==
type	count	area, um2	share of cell area
inverters	1	3.754	0.007979
well taps	46	57.56	0.1223
multi-input cells	21	192.7	0.4096
repair buffers	4	40.04	0.08511
clock buffers	4	26.28	0.05585
flip-flops and latches	5	150.1	0.3191
Power is estimated from default activity; no workload was simulated.
